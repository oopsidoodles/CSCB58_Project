==> flow/design.v <==
module pulse_50000000(clock, reset, enable, pulse, q);
	input clock;
	input reset;
	input enable;
	output pulse;
	output reg [31:0] q;  
	always @(posedge clock)  
	begin
		if (reset == 1'b1)  
			q <= 32'b00000010_11111010_11110000_01111111;
		else if (q == 32'b00000000_00000000_00000000_00000000)
			q <= 32'b00000010_11111010_11110000_01111111;
		else if (enable == 1'b1)
			q <= q - 1'b1;  
	end
	assign pulse =  (q == 32'b00000000_00000000_00000000_00000000) ? 1 : 0;
endmodule
module pulse_2000mill(clock, reset, enable, pulse, q, sub);
	input clock;
	input reset;
	input enable;
	output pulse;
	input sub;
	output reg [30:0] q;  
	always @(posedge clock)  
	begin
		if (reset == 1'b1)  
			q <= 31'b1110111_00110101_10010100_00000000;
		else if (q == 31'b0000000_00000000_00000000_00000000)  
			q <= 31'b1110111_00110101_10010100_00000000;
		else if (enable == 1'b1)
			q <= q - 1'b1;  
		if (sub == 1'b1)
		begin
			if (q < 31'b0000101_11110101_11100001_00000000)
				q <= 31'b0000000_00000000_00000000_00000000;
			else
				q <= q - 31'b0000101_11110101_11100001_00000000;
		end
	end
	assign pulse =  (q == 31'b0000000_00000000_00000000_00000000) ? 1 : 0;
endmodule
module pulse_100mill(clock, reset, enable, pulse, q);
	input clock;
	input reset;
	input enable;
	output pulse;
	output reg [26:0] q;  
	always @(posedge clock)  
	begin
		if (reset == 1'b1)  
			q <= 27'b101_11110101_11100000_11111111;
		else if (q == 27'b000_00000000_00000000_00000000)  
			q <= 27'b101_11110101_11100000_11111111;
		else if (enable == 1'b1)
			q <= q - 1'b1;  
	end
	assign pulse =  (q == 27'b000_00000000_00000000_00000000) ? 1 : 0;
endmodule
module pulse_50mill(clock, reset, enable, pulse, q);
	input clock;
	input reset;
	input enable;
	output pulse;
	output reg [25:0] q;  
	always @(posedge clock)  
	begin
		if (reset == 1'b1)  
			q <= 26'b10_11111010_11110000_01111111;
		else if (q == 26'b00_00000000_00000000_00000000)  
			q <= 26'b10_11111010_11110000_01111111;
		else if (enable == 1'b1)
			q <= q - 1'b1;  
	end
	assign pulse =  (q == 26'b00_00000000_00000000_00000000) ? 1 : 0;
endmodule
module pulse_25mill(clock, reset, enable, pulse, q);
	input clock;
	input reset;
	input enable;
	output pulse;
	output reg [24:0] q;  
	always @(posedge clock)  
	begin
		if (reset == 1'b1)  
			q <= 25'b1_01111101_01111000_00111111;
		else if (q == 25'b0_00000000_00000000_00000000)  
			q <= 25'b1_01111101_01111000_00111111;
		else if (enable == 1'b1)
			q <= q - 1'b1;  
	end
	assign pulse =  (q == 25'b0_00000000_00000000_00000000) ? 1 : 0;
endmodule
module pulse_12mill500k(clock, reset, enable, pulse, q);
	input clock;
	input reset;
	input enable;
	output pulse;
	output reg [23:0] q;  
	always @(posedge clock)  
	begin
		if (reset == 1'b1)  
			q <= 24'b10111110_10111100_00011111;
		else if (q == 24'b00000000_00000000_00000000)  
			q <= 24'b10111110_10111100_00011111;
		else if (enable == 1'b1)
			q <= q - 1'b1;  
	end
	assign pulse =  (q == 24'b00000000_00000000_00000000) ? 1 : 0;
endmodule
module pulse_10mill(clock, reset, enable, pulse, q);
	input clock;
	input reset;
	input enable;
	output pulse;
	output reg [23:0] q;  
	always @(posedge clock)  
	begin
		if (reset == 1'b1)  
			q <= 24'b10011000_10010110_01111111;
		else if (q == 24'b00000000_00000000_00000000)  
			q <= 24'b10011000_10010110_01111111;
		else if (enable == 1'b1)
			q <= q - 1'b1;  
	end
	assign pulse =  (q == 24'b00000000_00000000_00000000) ? 1 : 0;
endmodule
==> flow/run.sh <==
#!/bin/bash
# OpenROAD 26Q1-2900-gdf79404cd8, Yosys 0.63+post, stock flow scripts
make -C /OpenROAD-flow-scripts/flow DESIGN_CONFIG=/design/flow/config.mk WORK_HOME=/design/flow/orfs finish
==> flow/config.mk <==
export PLATFORM = sky130hd
export DESIGN_NAME = pulse_50000000
export DESIGN_NICKNAME = pulse_50000000
export VERILOG_FILES = /design/flow/design.v
export SDC_FILE = /design/flow/constraint.sdc
export NUM_CORES = 4
export LEC_CHECK = 1
export CORE_UTILIZATION = 30
==> flow/constraint.sdc <==
current_design pulse_50000000

set clk_period 4.6
set clk_io_pct 0.2

create_clock -name clk0 -period $clk_period [get_ports {clock}]

set non_clock_inputs [all_inputs -no_clocks]
set_input_delay [expr $clk_period * $clk_io_pct] -clock clk0 $non_clock_inputs
set_output_delay [expr $clk_period * $clk_io_pct] -clock clk0 [all_outputs]
==> out/metrics.cfg <==
[sta]
layout_min_cycle_time_ns=3.720
timing.setup.tns_ns=0
final_slew_violations=0
timing.final.setup_violations=0
timing.slew.headroom=0.5295
worst_clock_skew_ns=0.005057
hold_viol_final=0
grt_setup_unrepaired=no
worst_slew_pin_slew_ns=0.7038
portion_of_the_clock_cycle_consumed_by_the_worst_path_in_the_final_layout=0.8086
max_freq_mhz=268.9
final.hold.worst_slack_ns=0.5263

[cells_and_area]
largest_register_ff_count=32
post_layout_nonfiller_instances=263
area_growth_syn_to_layout_pct=33.62
n_fill_cell=472
layout.cells.most_common_list=35 x clkdlybuf4s50_1, 32 x dfxtp_1, 28 x nand2_1
final_layout_top_logic_cell=clkdlybuf4s50_1
final_util=0.4165
largestRegisters=q: 32 flops
registers.top_by_ff_count=q
layout-drive-gt1-share=0.05742

[global_routing]
grt_start_max_net_pins=19
use_met1=0.2152
grt_antenna_before_repair=0
first_global_vias=1091
met3_usage=0.03566
groute.layer.met2.usage=0.1950
grt_first_pass_wirelength_mm=5.361
grt_remaining_overflow=0
grt_usage=0.1348
global_route.peak_usage_layer=met1

[clocking]
hold_fix_buffers_cts=0
worst_setup_hold_path_clk_slew_ns=0.06
cts-resized-gates=0
worst_skew_pair.late_latency_ns=0.29
cts.root.buffer_cell=clkbuf_8
numCtsBuffers=5
cts_setup_buffers=0
clkSinkCount=32
cts_tree=done
max-clock-path-buffers=2
cts-htree-levels=2

[floorplanning]
io-pin-count=36
chipWidth_um=71.83
die_height_um=71.83
placement_rows=25
core_area_sq_mm=0.004692
fp.dieArea_sq_mm=0.005159
initial_core_util=0.3117

[routing]
postRouteWirelength_mm=3.239
first_pass_iters=4
wl_per_cell_um=12.32
routed-via-count=1292
drt.antenna.violating_nets=0
antenna_cells=0
drt_iter0_drc=97
post-route-drc-count=0
vias_per_cell=4.913

[critical_path]
critical_path.startpoint_type=flop
end_kind=primary output
crit_required_ns=3.68
path_class=flop to primary output
timing.critical_path.arrival_ns=2.80
worst-path-max-fanout=16

[run_status]
outcome=finished, final reports clean

[yosys]
synth.avg_cell_area_sq_um=8.604
syn-cell-area_sq_mm=0.001463
ys_cells=170
yosys_warning_total=1
postSynth.topFlopCell=dfxtp_1
synth.lib_cells_used.distinct=26
count_of_flip_flops_with_a_built_in_enable_after_synthesis=0
postSynthRegisterBits=32
postSynth.asyncResetShare=0
synth_chip_area_sq_mm=0.001463
seq_area_frac_synth=0.4380
syn_inst=170

[flow_run]
maxCapViolations=0
warning_count=25

[pwr]
power.total_mw=0.5190
power.leakage_nw=0.6264
worst_ir_drop_vdd_v=0.0001075
power_density_mw_per_mm2=265.6

[place]
placed_instance_count=255
dp_hpwl_mm=2.252
place.gp.congestion=0.7712
port_buffers=35

[min_path]
holdCritPathClass=flop to flop

==> synth_stat cells, drive strengths merged, types with 2 or more instances <==
cell   instances  area, sq um
nand3          3        15.01
xnor2         24        210.2
xor2           3        26.28
o21ai          3        15.01
a21oi          3        15.01
or3            6        42.54
dfxtp         32        640.6
nor2          20        75.07
nor4          16        115.1
buf            4        20.02
nand4          2        12.51
nand2         28        105.1
or4            3        22.52
nor3          10        50.05
nor4b          2        23.77
inv            3        11.26
or2            2        12.51
==> cell families (layout without fill, tap and decap cells) <==
kind of cell | Yosys count | in the layout | share of synthesized area
buf+inv | 8 | 47 | 0.02395
simple gates | 96 | 96 | 0.3473
flops | 32 | 32 | 0.4380
xor+xnor | 27 | 27 | 0.1617
compound gates | 6 | 6 | 0.02052
fa+ha+maj | 1 | 1 | 0.008553
==> critical path: stages, from the launching register on <==
cell and delay, ns:
dfxtp_1 0.36, or4_1 0.57, or3_1 0.56, nor4_1 0.49, clkdlybuf4s50_1 0.54
==> path summary, 6_finish.rpt <==
path                            startpoint  endpoint  slack, ns  cells after the start
worst max-delay path                  q[9]     pulse       0.88                      4
worst min-delay path                 q[23]     q[23]       0.53                      2
worst max register to register        q[9]     q[28]       2.03                      5
worst min register to register       q[23]     q[23]       0.53                      2
==> cell type report <==
class                           instances  area, sq um  share of cell area
Tap cell                               54        67.56             0.03457
Sequential cell                        32        640.6              0.3278
Inverter                                3        11.26            0.005762
Timing Repair Buffer                   36        357.8              0.1831
Clock buffer                            8        90.09             0.04609
Multi-Input combinational cell        130        787.0              0.4027
==> stage by stage <==
step | area (sq um) | setup WS, ns
5_1_grt | 1954 | 0.7287
3_3_place_gp | 1864 | 1.213
6_report | 1954 | 0.8805
2_1_floorplan | 1463 | 1.977
4_1_cts | 1954 | 0.8599
3_5_place_dp | 1864 | 1.160
==> metal layers <==
| layer | wire length, um | up-vias |
|---|---|---|
| li1 | - | 668 |
| met1 | 1656 | 593 |
| met2 | 1386 | 27 |
| met3 | 163 | 4 |
| met4 | 33 | 0 |
| met5 | 0 | - |
==> power breakdown <==
group | switching (mW) | leakage, nW | internal [mW] | total (mW)
Sequential | 0.00233 | 0.259 | 0.279 | 0.281
Clock | 0.100 | 0.0455 | 0.122 | 0.222
Combinational | 0.00773 | 0.322 | 0.00808 | 0.0158
Total | 0.110 | 0.626 | 0.409 | 0.519
No activity file was given, so power comes from the tool's default toggle rates.
